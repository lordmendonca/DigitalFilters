<file path="flow/config.mk">
export PLATFORM = sky130hd
export DESIGN_NAME = recursive_oscillator
export DESIGN_NICKNAME = recursive_oscillator
export VERILOG_FILES = /design/flow/design.v
export SDC_FILE = /design/flow/constraint.sdc
export NUM_CORES = 4
export LEC_CHECK = 1
export CORE_UTILIZATION = 30
</file>
<file path="flow/constraint.sdc">
current_design recursive_oscillator

set clk_period 15.3
set clk_io_pct 0.2

create_clock -name clk0 -period $clk_period [get_ports {clk}]

set non_clock_inputs [all_inputs -no_clocks]
set_input_delay [expr $clk_period * $clk_io_pct] -clock clk0 $non_clock_inputs
set_output_delay [expr $clk_period * $clk_io_pct] -clock clk0 [all_outputs]
</file>
<file path="flow/design.v">
module recursive_oscillator
(
	input logic clk,
	input logic reset_n,
	output logic signed [15:0] q_sin,
	output logic signed [15:0] q_cos,
	output logic signed [31:0] q_prod_1,
	output logic signed [31:0] q_prod_2
);
	localparam SYSTEM_FREQUENCY = 50000000;
	localparam SAMPLING_FREQUENCY = 100000;
	localparam OUTPUT_FREQUENCY = 1000;
	localparam CLOCK_TICKS = SYSTEM_FREQUENCY/SAMPLING_FREQUENCY;
	localparam BITWIDTH = $clog2(CLOCK_TICKS + 1);
	logic [BITWIDTH-1:0] time_base_counter = 0;
	logic enable;
	always_ff@(posedge clk)
		if(reset_n == 1'b0)
			time_base_counter <= 0;
		else
			time_base_counter <= (time_base_counter + 1'b1) % CLOCK_TICKS;
	assign enable = (time_base_counter == (CLOCK_TICKS - 1'b1))? 1'b1 : 1'b0;
	logic signed [15:0] x_n;
	logic signed [15:0] w_n;
	logic signed [15:0] w_n_1;
	logic signed [15:0] w_n_2;
	always_ff@(posedge clk)
	if(0 == reset_n)
	begin
		x_n 	<= 16'sb0010000000000000;
		w_n_1 <= 16'sb0000000000000000;
		w_n_2 <= 16'sb0000000000000000;
	end
	else if(enable)
	begin
		x_n 	<= 16'sb0000000000000000;
		w_n_1 <= w_n;
		w_n_2 <= w_n_1;
	end
	localparam signed [15:0] a1 = 16'sb0010000000000000;
	localparam signed [15:0] a2 = 16'sb0011111111100000;
	localparam signed [15:0] a3 = 16'sb1110000000000000;
	localparam signed [15:0] a4 = 16'sb0000001000000010;
	localparam signed [15:0] a5 = 16'sb0010000000000000;
	localparam signed [15:0] a6 = 16'sb1110000000010000;
	logic signed [31:0] a2_w_n_1;	assign a2_w_n_1 = a2 * w_n_1;
	logic signed [31:0] a3_w_n_2;	assign a3_w_n_2 = a3 * w_n_2;
	logic signed [31:0] a4_w_n_1; assign a4_w_n_1 = a4 * w_n_1;
	logic signed [31:0] a5_w_n;	assign a5_w_n = a5 * w_n;
	logic signed [31:0] a6_w_n_1;	assign a6_w_n_1 = a6 * w_n_1;
	logic signed [15:0] temp_a2_w_n_1; assign temp_a2_w_n_1 = $signed(a2_w_n_1[30:15]);
	logic signed [15:0] temp_a3_w_n_2; assign temp_a3_w_n_2 = $signed(a3_w_n_2[30:15]);
	logic signed [15:0] temp_a4_w_n_1; assign temp_a4_w_n_1 = $signed(a4_w_n_1[30:15]);
	logic signed [15:0] temp_a5_w_n; assign temp_a5_w_n = $signed(a5_w_n[30:15]);
	logic signed [15:0] temp_a6_w_n_1; assign temp_a6_w_n_1 = $signed(a6_w_n_1[30:15]);
	assign w_n = (x_n + temp_a2_w_n_1 + temp_a3_w_n_2) <<< 4;
	assign q_sin = (temp_a4_w_n_1) <<< 4;
	assign q_cos = (temp_a5_w_n + temp_a6_w_n_1) <<< 4;
endmodule
</file>
<file path="flow/run.sh">
#!/bin/bash
# OpenROAD 26Q1-2900-gdf79404cd8, Yosys 0.63+post, stock flow scripts
make -C /OpenROAD-flow-scripts/flow DESIGN_CONFIG=/design/flow/config.mk WORK_HOME=/design/flow/orfs finish
</file>
==> results_dict.tcl <==
# implementation run metrics
set metrics [dict create \
    outcome "completed" \
    drtIter0Drc 163 \
    post_cts_buffers 0 \
    post_cts_resized 0 \
    max_stage_delay_ps 730 \
    netlist_instances 746 \
    viasPerCell 4.330 \
    clockRootBuffer "clkbuf_16" \
    final.setup.tns_ps 0 \
    dieArea_um2 22180 \
    avgSynthCellArea_um2 8.683 \
    ys.flop_type "dfxtp_1" \
    dieHeight_um 148.9 \
    p_int_mw 0.1439 \
    vias 4464 \
    fill_cells 2207 \
    crit_path_end_kind "output port" \
    rsz0062_at_grt "no" \
    finalClockSkew_ps 4.635 \
    critPathTopFamily "adder cells" \
    warnings 42 \
    cts_buffer_depth 2 \
    place.gp.congestion 0.8737 \
    crit_type "reg -> out" \
    grt_max_degree 32 \
    ys_area_um2 6477 \
    pin_count 98 \
    dp_hpwl_um 10400 \
    setup_violations 0 \
    ys_cells 746 \
    path_clk_slew_ps 50 \
    yosysSeqAreaShare_pct 9.581 \
    synth_area_um2 6477 \
    cts_tree "built" \
    seq_area_um2 620.6 \
    gr-total-overflow 0 \
    critPathMaxFanout 10 \
    numCtsBuffers 5 \
    grt_pass1_wl_um 21860 \
    combPwrFrac_pct 2.9 \
    synth_top_cell_by_area "ha_1" \
    switching_share_pct 21.50 \
    crit_slowest_cell "dfxtp_1" \
    ys_ff 31 \
    syn_to_final_growth_pct 5.157 \
    peakVddDrop_mv 0.03749 \
    max_freq_mhz 92.81 \
    drv_slew 0 \
    clock-sinks 31 \
    drive_gt1_share_pct 2.778 \
    port_buffers 25 \
    placementRows 53 \
    async_reset_ff_share_pct 0 \
    powerDensity_nw_per_um2 26.91 \
    crit_required_ps 12240 \
    core_area_um2 21090 \
    synth-edff-count 0 \
    period_used_pct 70.43 \
    arrival_ps 7720 \
    ys_types 56 \
    cts_max_level 2 \
    pwr-share-clk_pct 51.9 \
    post_drt_wl_per_cell_um 12.33 \
    track_usage_pct 12.79 \
    drv_cap 0 \
    initCoreUtil_pct 30.72 \
    final_core_util_pct 32.30 \
    drcViolationCount 0 \
    antenna_found_initial 0 \
    num_antenna_cells 0 \
    min_path_type "reg -> reg" \
    clock_latency_ps 280 \
    ant_nets 0 \
    grt_pass1_vias 4436 \
    tightest_slew_ps 747.4 \
    comb_area_um2 4975 \
    pwr-share-seq_pct 45.2 \
    leakagePower_nw 3.696 \
    p_sw_mw 0.03941 \
    ys_warn_count 65 \
    yosysTopAreaCellShare_pct 21.63 \
    wirelength_um 12710 \
    period_needed_ps 10780 \
    synth.area.top_cells "ha_1 22%, fa_1 19%, buf_4 10%, dfxtp_1 9.6%, inv_1 7.0%" \
    hold_viol 0 \
    path_buffers 6 \
    firstDrtPassIters 4 \
    slew_headroom_pct 50.18 \
    hold_buffers 0 \
    die_w_um 148.9 \
    crit_path_start_kind "flop" \
]
[worst paths after layout]
check	startpoint	end	depth (start not counted)	slack, ps
max	w_n_1[11]	q_cos[15]	27	4520
min reg2reg	w_n_2[13]	w_n_2[13]	2	490
min	w_n_2[13]	w_n_2[13]	2	490
max reg2reg	w_n_1[11]	w_n_1[15]	24	8510
[power by group through the flow]
stage | sequential (mW) | clock (mW) | combinational (mW)
CTS | 0.0829 | 0.0978 | 0.00549
global route | 0.0830 | 0.101 | 0.00662
finish | 0.0829 | 0.0951 | 0.00527
[Yosys cell counts (all sizes together) (4+ instances only)]
cell type	n
inv	121
ha	112
buf	89
fa	63
nand2	55
xnor2	46
nor2	33
dfxtp	31
a21oi	28
a21boi	21
xor2	19
o21ai	14
a21o	11
nand3	10
clkbuf	9
nor2b	9
nor3	7
a211oi	5
o21a	5
o21bai	5
or2	4
or3	4
[layout by cell type (no fill, tap or decap), types with 3 or more instances in the layout]
cell	instances
inv_1	121
ha_1	112
conb_1	72
fa_1	63
nand2_1	54
xnor2_1	46
nor2_1	33
dfxtp_1	31
a21oi_1	28
clkdlybuf4s50_1	25
a21boi_0	21
xor2_1	19
o21ai_0	14
a21o_1	11
nand3_1	10
nor2b_1	8
nor3_1	7
o21bai_1	5
o21a_1	5
clkbuf_16	5
a211oi_1	4
or3_1	4
or2_2	4
buf_4	4
and3_1	3
and2_1	3
o211a_1	3
[per-stage QoR]
stage / instance area [um^2] / total power, mW / worst slack, ps / hold WS (ps) / instances
5_1_grt: 6812 / 0.1907 / 3977 / 520.9 / 1031
6_report: 6812 / 0.1833 / 4525 / 487.1 / 1031
3_3_place_gp: 6674 / 0.09008 / 4917 / 476.0 / 1023
4_1_cts: 6812 / 0.1861 / 4498 / 492.5 / 1031
3_5_place_dp: 6674 / 0.08999 / 4843 / 485.5 / 1023
2_1_floorplan: 6744 / 0.1012 / 5843 / 455.3 / 817
[tightest hold or removal path, cell delays in order, from the launching register on]
cell and delay, ps:
dfxtp_1 320, nand2_1 50, a21boi_0 70
[routing by layer]
layer  wire, um  track usage [%]
met2       5623            20.47
met4        242            1.837
met3        726            2.933
met1       6120            18.22
met5          0                0
[area by class of cell]
class,instances,share of cell area [%]
Multi-Input combinational cell,567,73.03
Sequential cell,31,9.111
Inverter,121,6.668
Tap cell,275,5.051
Timing Repair Buffer,29,4.115
Clock buffer,7,1.947
Clock inverter,1,0.07348
[cells by family after synthesis]
family	count (synthesis)	share of synthesized area, %
other	1	0.05789
adder cells (fa/ha/maj)	175	41.10
AND-OR/OR-AND	110	11.61
AND/OR/NAND/NOR	143	10.53
buffers and inverters	219	17.83
XOR/XNOR	66	9.137
multiplexers	1	0.1545
flip-flops	31	9.581
[sequential cells by signal, indices dropped and copies added, names as in the netlist]
register	flops
time_base_counter	9
w_n_1	12
w_n_2	10
Power is estimated from default activity; no workload was simulated.
