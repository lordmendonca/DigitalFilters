[run.sh]
#!/bin/bash
# OpenROAD 26Q1-2900-gdf79404cd8, Yosys 0.63+post, stock flow scripts
make -C /OpenROAD-flow-scripts/flow DESIGN_CONFIG=/design/flow/config.mk WORK_HOME=/design/flow/orfs finish
[config.mk]
export PLATFORM = sky130hd
export DESIGN_NAME = recursive_ma_fir
export DESIGN_NICKNAME = recursive_ma_fir
export VERILOG_FILES = /design/flow/design.v
export SDC_FILE = /design/flow/constraint.sdc
export NUM_CORES = 4
export LEC_CHECK = 1
export CORE_UTILIZATION = 30
[constraint.sdc]
current_design recursive_ma_fir

set clk_period 10.0
set clk_io_pct 0.2

create_clock -name clk0 -period $clk_period [get_ports {clk}]

set non_clock_inputs [all_inputs -no_clocks]
set_input_delay [expr $clk_period * $clk_io_pct] -clock clk0 $non_clock_inputs
set_output_delay [expr $clk_period * $clk_io_pct] -clock clk0 [all_outputs]
[design.v]
module recursive_ma_fir(
	input logic clk, input logic reset_n,
	input  logic signed [15:0] d,
	output logic signed [15:0] q_8tap,
	output logic signed [15:0] q_rma
	);
	logic signed [15:0] del [7:0];
	integer i;
	always_ff@(posedge clk)
		if(reset_n == 1'b0)
			for (i = 0; i <= 7; i = i+1) begin : clear_fir
				del[i] <= 0;
			end
		else
			for (i = 0; i <= 7; i = i+1) begin : shift
				if(i == 0)
					del[i] <= d;
				else
					del[i] <= del[i-1];
			end
	logic signed [18:0] sum; assign sum =  del[0] + del[1] + del[2] + del[3] + del[4] + del[5] + del[6] + del[7];
	assign q_8tap = $signed(sum[18:3]); 
	logic signed [15:0] y_n_1;
	logic signed [15:0] x_n;
	assign x_n = del[0];
	logic signed [15:0] x_n_N;
	assign x_n_N = del[7];
	logic signed [18:0] diff;
	assign diff = x_n - x_n_N;
	logic signed [15:0] Navg;
	assign Navg = $signed(diff[18:3]);
	assign q_rma = y_n_1 + Navg;
	always_ff@(posedge clk)
	if(reset_n == 1'b0)
		 y_n_1 <= 15'd0;
	else
       y_n_1 <= q_rma;	
endmodule 
==> out/qor.yml <==
synth:
  synth-async-reset-ratio_pct: 0
  ys_warn_count: 2
  yosys_area_sq_mm: 0.00874
  synth.cell_area_sq_mm: 0.00874
  ys_cells: 918
  synthFlopType: "dfxtp_1"
  top_area_share_pct: 33.0
  topCellsByArea: "dfxtp_1 (33%), fa_1 (23%), inv_1 (11%)"
  synth.distinct_cells: 46
  postSynthCellCount: 918
  postSynthAreaPerCell_sq_um: 9.52
  top_area_cell: "dfxtp_1"
  edf_count: 0
  yosysSeqAreaShare_pct: 33.0
  numSynthFlops: 144
grt:
  grt-ovfl-total: 0
  grt_pass1_wl_um: 25500
  grt_max_degree: 78
  grt.total_usage_pct: 10.7
  antenna_found_initial: 0
  grt_pass1_vias: 5532
cts:
  clk_pin_slew_worst_paths_ps: 70
  cts_tree: "yes"
  cts-root-buf: "clkbuf_16"
  worstSkewPairLatency_ps: 420
  cts_sinks: 144
  cts_htree_levels: 4
  cts-resized-gates: 0
  cts_buffers: 17
  post-cts-setup-buffer-count: 0
  clockBufferDepth: 2
  hold_buffers: 0
timing:
  grt_setup_unrepaired: "no"
  worst_slew_pin_slew_ps: 641
  fin_crit_sh_pct: 75.8
  final_max_slew_viol_count: 0
  skew_ps: 9.67
  tns_ps: 0
  fin_crit_ps: 7580
  whs_ps: 450
  fmax_ghz: 0.132
  hold_viol_final: 0
  slew_headroom_pct: 56.8
  worst_slack_ps: 2420
  setup_violations: 0
final_layout:
  syn_to_final_growth_pct: 17.5
  design_area_sq_mm: 0.0103
  layout-drive-gt1-share_pct: 4.07
  nFillCells: 2897
floorplanning:
  die_area_sq_mm: 0.0298
  io_pins: 50
  die_h_um: 173
  fp-row-count: 62
  dieWidth_um: 173
  fp_util_pct: 30.5
  core_area_sq_mm: 0.0287
setup_path:
  startpoint: "del[0][3]"
  r2r-end: "y_n_1[15]"
  cp-end-kind: "output port"
  worstSetupPathType: "flip-flop to output port"
  arrival_ps: 5580
  critical_path.max_fanout: 4
  timing.rr.start: "del[7][2]"
  r2r_slack_ps: 5780
  worst-r2r-cell-count: 16
  startpoint_type: "flip-flop"
  worstPathRequired_ps: 8000
  cp-endpoint: "q_8tap[13]"
placed_design:
  dp_slack_ps: 2790
  dpl_cell_area_sq_mm: 0.00966
  hpwl_um: 11000
  port_buffers: 49
  place_congestion: 0.786
power:
  power_density_mw_per_mm2: 176
  irDropWorstVdd_mv: 0.126
  p_leak_nw: 4.69
drt:
  vias_per_cell: 3.98
  post_drt_wl_per_cell_um: 10.3
  post-route-drc-count: 0
  via_count: 5450
  ant_nets: 0
  initialDrtViolationCount: 144
  drtPass1Iterations: 4
  drt-total-wl_um: 14100
  num_antenna_cells: 0
run:
  warning_count: 25
  cap_violations: 0
status:
  outcome: "finished, final reports clean"
worst_hold_path:
  hold_class: "flip-flop to flip-flop"
-- where the power goes --
group | switching [W] | leakage, nW | internal, W
Sequential | 0.0000146 | 1.17 | 0.000610
Clock | 0.000295 | 0.297 | 0.000341
Combinational | 0.000250 | 3.22 | 0.000301
Total | 0.000560 | 4.69 | 0.00125
-- state kept, by name (all words and copies together), names as in the netlist --
name	count
del	128
y_n_1	16
-- per-layer routing --
| layer | vias to the layer above | global-route usage (%) | wire, um |
|---|---|---|---|
| met2 | 70 | 16.0 | 5910 |
| met4 | 0 | 0.996 | 160 |
| li1 | 2865 | - | - |
| met5 | - | 0 | 0 |
| met3 | 11 | 2.62 | 680 |
| met1 | 2504 | 16.9 | 7340 |
-- logic make-up after synthesis --
group | after synthesis | synth area share, %
flops | 144 | 33.0
simple gates | 222 | 14.7
xor+xnor | 30 | 3.01
mux | 2 | 0.229
fa+ha+maj | 147 | 29.5
compound gates | 107 | 8.16
buf+inv | 266 | 11.4
-- stage by stage --
| stage | power [W] | instances | util [%] |
|---|---|---|---|
| after floorplan | 0.000965 | 918 | - |
| after global placement | 0.00119 | 1336 | 33.6 |
| after detailed placement | 0.00119 | 1336 | 33.6 |
| after CTS | 0.00184 | 1368 | 35.8 |
| after global routing | 0.00194 | 1368 | 35.8 |
| final | 0.00181 | 1368 | 35.8 |
-- worst max-delay path: stages (launching register included) --
cell and delay (ps):
dfxtp_1 360, inv_1 70, fa_1 540, inv_1 60, fa_1 500, fa_1 550, inv_1 50, fa_1 530
inv_1 70, fa_1 450, a21o_1 170, a21oi_1 210, o21a_1 250, o221ai_1 290, a31o_2 320, a21oi_1 170
xnor2_1 130, clkdlybuf4s50_1 470
-- area by class of cell --
type,instances,area (sq um),area share [%]
multi-input combinational,508,4860,47.3
sequential,144,2880,28.1
inverter,250,938,9.14
timing repair buffer,50,495,4.83
tap,384,480,4.68
clock buffer,17,425,4.14
clock inverter,15,186,1.82
-- worst min-delay path by stage --
stage	from	endpoint	slack (ps)	cells past startpoint
final	del[1][10]	del[2][10]	450	1
after global routing	del[3][3]	del[4][3]	470	1
after CTS	del[5][12]	del[6][12]	450	1
-- synth_stat cells (all sizes together), types with 12 or more instances --
library cell and n:
dfxtp 144, a21o 15, nor3 12, nand2 14, fa 99, nor2 24
and2 145, xnor2 22, ha 48, o21ai 19, clkbuf 16, inv 250
a21oi 29
-- cell usage in the layout, fill, tap and decap left out, types with 3 or more instances in the layout --
cell             instances
inv_1                  250
and2_1                 145
dfxtp_1                144
fa_1                    99
ha_1                    48
clkdlybuf4s50_1         48
a21oi_1                 29
nor2_1                  24
xnor2_1                 22
o21ai_0                 18
clkbuf_16               17
a21o_1                  15
nand2_1                 14
nor3_1                  12
o21a_1                   8
xor2_1                   8
nor2b_1                  7
a211oi_1                 5
clkinv_8                 5
o31a_1                   4
a31oi_1                  4
or3_1                    4
inv_8                    4
o21bai_1                 3
and3_1                   3
nand3_1                  3
a2111oi_0                3
inv_6                    3
Power and IR drop assume default switching activity.
